**/design/flow/config.mk**
```make
export PLATFORM = sky130hd
export DESIGN_NAME = data_model
export DESIGN_NICKNAME = data_model
export VERILOG_FILES = /design/flow/design.v
export SDC_FILE = /design/flow/constraint.sdc
export NUM_CORES = 4
export LEC_CHECK = 1
export CORE_UTILIZATION = 50
```
**/design/flow/design.v**
```verilog
module data_model (
	input rx,
	input clk,
	input trigger,
	input [7:0]rx_byte,
	output glitch,
	output delayed_trigger,
	output reg [2:0] idx,
	output triggered,
	output reg [20:0] counter,
   output reg trigger_state
);
localparam 
	   DELAY_SIZE = 3,
	   DURATION_SIZE = 1,
	   TRIGGER_SIZE = 2;
reg [DELAY_SIZE * 7 - 1:0] config_delay;
reg [DURATION_SIZE * 7 - 1:0] config_duration;
reg [TRIGGER_SIZE * 7 - 1:0] config_trigger_count;
reg config_power = 1'b0;   
reg config_enabled;
reg config_trigger_reenable;   
reg config_override_trigger;   
reg config_triggered_stay_active;
localparam
	STATE_RESET=2'd0,
	STATE_WAIT_TRIGGER=2'd1,
	STATE_DELAY=2'd2,
	STATE_GLITCH=2'd3;
reg [1:0]state;
reg [1:0]state_next;
reg triggered_once;
wire enabled;
always @(*) begin
  state_next = state;
  case(state)
	STATE_RESET:
		if (config_override_trigger)
			state_next = STATE_DELAY;
		else if (enabled)
			state_next = STATE_WAIT_TRIGGER;
	STATE_WAIT_TRIGGER: 
	   if (counter[TRIGGER_SIZE * 7 - 1:0] == config_trigger_count)
		  state_next = STATE_DELAY;
   STATE_DELAY:
	   if (counter[DELAY_SIZE * 7 - 1:0] == config_delay)
			state_next = STATE_GLITCH;
	STATE_GLITCH:
	   if (counter[DURATION_SIZE * 7 - 1:0] == config_duration)
			state_next = STATE_RESET;
	default: state_next = STATE_RESET;
  endcase
end
always @ (posedge rx) begin
  if (rx_byte[7]) begin
    idx <= 0;
  end else begin
  		 case (idx)
			 3'd0: config_delay[6:0] <= rx_byte[6:0];
			 3'd1: config_delay[13:7] <= rx_byte[6:0];
			 3'd2: config_delay[20:14] <= rx_byte[6:0];
			 3'd3: config_duration[6:0] <= rx_byte[6:0];
			 3'd4: config_trigger_count[6:0] <= rx_byte[6:0];
			 3'd5: config_trigger_count[13:7] <= rx_byte[6:0];
		 endcase
    idx <= idx + 1;
  end
end
reg sync_trigger,safe_trigger;
always @(posedge clk)
begin
    sync_trigger <= trigger;
    safe_trigger <= sync_trigger;
end
assign glitch = state == STATE_GLITCH ? !config_power : config_power;
assign triggered = state_next >= STATE_DELAY;
assign delayed_trigger = triggered_once || (config_triggered_stay_active && triggered_once);
assign enabled = (triggered_once && config_trigger_reenable) || (!triggered_once && config_enabled);
always @ (posedge clk)
begin
  if (safe_trigger != trigger_state) begin
    trigger_state <= !trigger_state;
	 if (state_next == STATE_WAIT_TRIGGER)
		counter <= counter + 1;
  end
  if (state != state_next || state_next == STATE_RESET)
	 counter <= 0;
  else if (state == STATE_DELAY || state == STATE_GLITCH) begin
    counter <= counter + 1;
  end
  if (triggered)
    triggered_once <= 1;
  state <= state_next;
  if (rx && rx_byte[7]) begin
	 state <= STATE_RESET;
    config_power <= rx_byte[0];
    config_enabled <= rx_byte[1];
    config_trigger_reenable <= rx_byte[2];
    config_override_trigger <= rx_byte[3];
	 config_triggered_stay_active <= rx_byte[4];
	 triggered_once <= 0;
  end
end
endmodule
```
**/design/flow/run.sh**
```bash
#!/bin/bash
# OpenROAD 26Q1-2900-gdf79404cd8, Yosys 0.63+post, stock flow scripts
make -C /OpenROAD-flow-scripts/flow DESIGN_CONFIG=/design/flow/config.mk WORK_HOME=/design/flow/orfs finish
```
**/design/flow/constraint.sdc**
```tcl
current_design data_model

set clk_period 4.4
set clk_io_pct 0.2

create_clock -name clk0 -period $clk_period [get_ports {clk}]
create_clock -name clk1 -period $clk_period [get_ports {rx}]

set non_clock_inputs [all_inputs -no_clocks]
set_input_delay [expr $clk_period * $clk_io_pct] -clock clk0 $non_clock_inputs
set_output_delay [expr $clk_period * $clk_io_pct] -clock clk0 [all_outputs]
```
==> impl_metrics.env <==
# flow metrics
export IMPL_arrival_ps=2580
export IMPL_hp_start="rx"
export IMPL_fin_ws_ps=941
export IMPL_areaGrowthSynthToFinish_pct=22.7
export IMPL_fp_util_pct=52.4
export IMPL_cpPeakStageDelay_ps=630
export IMPL_setup_viol=0
export IMPL_ys_cells=284
export IMPL_rsz0062_at_grt="no"
export IMPL_startpoint_type="register"
export IMPL_rrSetupSlack_ps=1410
export IMPL_die_area_mm2=0.00707
export IMPL_fillers=485
export IMPL_dp_slack_ps=1260
export IMPL_core_area_mm2=0.00642
export IMPL_cp_slowest_cell="dfxtp_1"
export IMPL_status="finished clean"
export IMPL_syn_cell_area_mm2=0.00337
export IMPL_setup_worst_path_end_class="primary output"
export IMPL_path_class="register to primary output"
export IMPL_synth_compound_area_share_pct=7.28
export IMPL_regArea_mm2=0.00199
export IMPL_fp_row_count=29
export IMPL_ys_top_logic_family="simple AND/OR/NAND/NOR gates"
export IMPL_rr_worst_depth=7
export IMPL_drive_gt1_share_pct=8.96
export IMPL_tightest_slew_ps=791
export IMPL_grt_overflow_total=0
export IMPL_max_slew_margin_pct=47.3
export IMPL_diodes=0
export IMPL_synthXorXnorAreaFrac_pct=12.0
export IMPL_ant_nets=0
export IMPL_tns_ps=0
export IMPL_postSynthAreaPerCell_um2=11.9
export IMPL_rr_endpoint="counter[10]"
export IMPL_place_congestion=0.902
export IMPL_comb_area_mm2=0.00127
export IMPL_antenna_found_initial=0
export IMPL_drc_errors=0
export IMPL_hold_depth=6
export IMPL_ir_worst_vdd_mv=0.372
export IMPL_worst_hold_path_type="clock port to register"
export IMPL_vias=2238
export IMPL_cts_tree="built"
export IMPL_drt_pass1_iterations=22
export IMPL_ys_warn_count=1
export IMPL_total_power_mw=2.02
export IMPL_worstPathRequired_ps=3520
export IMPL_dp_hpwl_um=5220
export IMPL_slew_violations=0
export IMPL_hold_viol=0
export IMPL_routed_wl_um=7290
export IMPL_ys_sh_mux_pct=1.82
export IMPL_grt_pass1_wl_um=11500
export IMPL_cts_hold_buf=0
export IMPL_ff_type="edfxtp_1"
export IMPL_grt_max_degree=30
export IMPL_async_flop_share_pct=0
export IMPL_warnings=33
export IMPL_ys_seq_share_pct=59.1
export IMPL_ys_area_mm2=0.00337
export IMPL_ys_ff=76
export IMPL_p_leak_nw=1.53
export IMPL_p_per_area_mw_per_mm2=488
export IMPL_vias_per_cell=5.43
export IMPL_clkTransAtPathRegs_ps=70
export IMPL_cts_resized=0
export IMPL_fp_dieW_um=84.1
export IMPL_ys_sh_simple_pct=14.5
export IMPL_drt_iter0_drc=106
export IMPL_postCtsSetupRepairBufs=0
export IMPL_synth_cells=284
export IMPL_hold_end="triggered_once"
export IMPL_maxCapViolCount=0
export IMPL_path_cells="xor2_1 > nor4_1 > nand4_1 > nand2b_1 > nand2_1 > a21oi_1 > clkdlybuf4s50_1"
export IMPL_final_util_pct=64.3
export IMPL_r2r_start="counter[6]"
export IMPL_synth_edff_count=47
export IMPL_clock_skew_ps=6.67
export IMPL_die_h_um=84.1
export IMPL_yosysUniqueCellTypes=36
export IMPL_placed_area_mm2=0.00377
export IMPL_port_buffers=37
export IMPL_design_portCount=39
export IMPL_fa_ha_area_share_pct=2.23
export IMPL_cp_max_fo=9
export IMPL_wl_per_cell_um=17.7
export IMPL_grt_usage_pct=23.6
export IMPL_grt_pass1_vias=2221
export IMPL_fin_area_mm2=0.00413
==> cell type report <==
class,count,share of cell area [%]
Tap cell,77,2.33
Clock inverter,5,1.45
Clock buffer,23,7.18
Sequential cell,76,48.2
Timing Repair Buffer,39,9.33
Multi-Input combinational cell,184,30.8
Inverter,8,0.727
==> routing by layer <==
layer | GRT usage (%) | vias to the layer above | share of wire, %
met5 | 0 | - | 0
met4 | 6.90 | 0 | 2.6
met1 | 36.6 | 1028 | 46
li1 | - | 1115 | -
met2 | 32.7 | 82 | 45
met3 | 9.94 | 13 | 6.8
==> per-stage QoR <==
step | hold slack [ps] | cells
2_1_floorplan | 94.1 | 284
3_3_place_gp | 94.1 | 384
3_5_place_dp | 94.1 | 384
4_1_cts | 338 | 412
5_1_grt | 355 | 412
6_report | 336 | 412
==> report_power, final <==
part / switching (mW) / internal (mW) / total [mW]
clock: 0.304 / 0.483 / 0.786
sequential: 0.0591 / 0.827 / 0.886
combinational: 0.201 / 0.142 / 0.343
==> cell families after synthesis <==
group           count (synthesis)
compound gates                 39
xor+xnor                       46
fa+ha+maj                       6
buf+inv                        24
flops                          76
mux                             6
simple gates                   87
==> cell usage after synthesis, types with 6 or more instances <==
| cell | instances | area [um2] |
|---|---|---|
| a21oi_1 | 17 | 85.1 |
| and2_1 | 6 | 37.5 |
| buf_2 | 6 | 30.0 |
| clkbuf_1 | 9 | 33.8 |
| dfxtp_1 | 29 | 581 |
| edfxtp_1 | 47 | 1410 |
| ha_1 | 6 | 75.1 |
| inv_1 | 8 | 30.0 |
| nand2_1 | 17 | 63.8 |
| nand3_1 | 7 | 35.0 |
| nand4_1 | 6 | 37.5 |
| nor2_1 | 9 | 33.8 |
| nor4_1 | 9 | 56.3 |
| o21ai_0 | 7 | 35.0 |
| o31ai_1 | 7 | 52.6 |
| or3_1 | 8 | 50.1 |
| or4_1 | 6 | 45.0 |
| xor2_1 | 42 | 368 |
==> critical path, delay by kind of cell, from the launching register on <==
| kind | cells | cell delay (ps) |
|---|---|---|
| compound gates | 1 | 230 |
| xor+xnor | 1 | 130 |
| buf+inv | 1 | 500 |
| flops | 1 | 630 |
| simple gates | 4 | 800 |
==> registers in the layout, indices dropped and copies added (netlist names) <==
signal / flops
config_power: 1
config_trigger_reenable: 1
config_override_trigger: 1
config_trigger_count: 14
idx: 3
trigger_state: 1
triggered_once: 1
sync_trigger: 1
state: 2
config_duration: 7
safe_trigger: 1
config_delay: 21
counter: 21
config_enabled: 1
==> how the worst max path moves through the flow <==
stage / to / slack, ps / from / cells past startpoint
6_report: triggered / 940 / counter[5] / 7
5_1_grt: triggered / 760 / counter[5] / 7
4_1_cts: triggered / 930 / counter[5] / 7
==> cell usage in the layout (no fill, tap or decap), types with 5 or more instances in the layout <==
master           netlist  final
nor2_1                 9      9
inv_1                  8      8
and2_1                 6      6
o21ai_0                7      7
nor4_1                 9      9
nand2_1               17     17
o31ai_1                7      7
nand4_1                6      6
dfxtp_1               29     29
a21oi_1               17     17
or4_1                  6      6
nand2b_1               5      5
edfxtp_1              47     47
nand3_1                7      7
or3_1                  8      8
ha_1                   6      6
clkdlybuf4s50_1        0     37
clkbuf_8               0     21
mux2i_1                5      5
xor2_1                42     42

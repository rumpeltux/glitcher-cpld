$ cat flow/config.mk
export PLATFORM = sky130hd
export DESIGN_NAME = clk_div
export DESIGN_NICKNAME = clk_div
export VERILOG_FILES = /design/flow/design.v
export SDC_FILE = /design/flow/constraint.sdc
export NUM_CORES = 4
export LEC_CHECK = 1
export CORE_AREA = 10 10 70 70
export DIE_AREA = 0 0 80 80
$ cat flow/constraint.sdc
current_design clk_div

set clk_period 2.9
set clk_io_pct 0.2

create_clock -name clk0 -period $clk_period [get_ports {in_clk}]

set non_clock_inputs [all_inputs -no_clocks]
set_input_delay [expr $clk_period * $clk_io_pct] -clock clk0 $non_clock_inputs
set_output_delay [expr $clk_period * $clk_io_pct] -clock clk0 [all_outputs]
$ cat flow/design.v
module clk_div (input in_clk , output reg out_clk);
reg       [7:0] counter = 0;
always @ (posedge in_clk)
begin
 if (counter == 8'd216)   
 begin
   out_clk <= !out_clk;
	counter <= 0;
 end else begin
	counter <= counter + 1;  
 end
end
endmodule 
$ cat flow/run.sh
#!/bin/bash
# OpenROAD 26Q1-2900-gdf79404cd8, Yosys 0.63+post, stock flow scripts
make -C /OpenROAD-flow-scripts/flow DESIGN_CONFIG=/design/flow/config.mk WORK_HOME=/design/flow/orfs finish
==> Changelog: implementation <==
### Changed

- Outcome: finished, final reports clean
- Final count of pins violating max slew: 0
- Mapped cell area: 400 sq um
- Pwr Total: around 0.22 mW
- Diodes inserted: 0
- Layout cell share with drive strength beyond 1: 0.133
- Fraction of registers with async set/reset: 0
- Static Leak: 0.184 nW
- Number of port buffers: 1
- Setup violations, final: 0
- Vias in the first global route: roughly 260
- Critical path fanouts, max: 2
- Yosys cell count: 40
- Top sig layer: met4
- DIE HEIGHT: 80 um
- Initial antenna violation count: 0
- I/O pin total: 2
- Slowest CP cell: clkdlybuf4s50_1
- RSZ-0062 raised after global routing: false
- WL per Instance: 6.38 um
- Syn Inst Count: 40
- Dominant cell area share: 0.400
- Routed metal-1 wirelength: 296 um
- DR vias/cell: 2.96
- Top cells, area: dfxtp_1 40%, edfxtp_1 7.5%, xor2_1 6.6%, ha_1 6.3%, nor2_1 5.6%
- Clock sink total: 9
- Pre-CTS setup slack: 1.51 ns
- CTS Buf Count: 3
- Setup slack after layout: 1.27 ns
- DRT iter0 DRCs: 13
- Achievable Freq: 0.612 GHz
- Ao+oa area frac: 0.0656
- Fin Hold WS: 0.477 ns
- Yosys xor share: 0.0875
- Global route overflow: 0
- Count of state elements after synthesis: 9
- P per Cell Area: ~440 nW/um^2
- First-pass GRT wire length: 1.06 mm
- Worst Path Buf+Inv: 1
- CP required: 2.32 ns
- Total GRT Usage: 0.0191
- Relative slew slack: 0.740
- Seq/Total Area, Yosys: 0.475
- # resized after CTS: 0
- Met2 wire length: 237 um
- Clock Latency Late Sink: 0.26 ns
- Count leader, synth: dfxtp_1
- WL met3: 20 um
- Floorplan utilization: 0.117
- Max VDD drop: between 0.1 and 0.15 mV
- Multiplexer share: 0.0375
- Synth Flop Type: dfxtp_1
- Min Tclk post-route: 1.63 ns
- Core box area: around 3400 sq um
- Yosys Chip Area: 400 sq um
- Placer Congestion: 0.781
- Yosys adder share: 0.0625
- Post-route clock skew: 0.00691 ns
- Crit start category: flop
- Top post-synthesis cells by count: 8 x dfxtp_1, 6 x nor2_1, 4 x inv_1
- Setup crit end kind: primary output
- Clock Tree Root: clkbuf_4
- Arrival @ worst endpoint: 1.05 ns
- Distinct lib cells: 20
- CTS tree: yes
- Routed vias: 269
- Synth-to-Final Area Change: 23.4%
- Comb area leader: simple AND/OR/NAND/NOR gates
- Final Cycle Share: 0.564
- Count of library flops with an enable pin: 1
- Row count: 21
- Worst Tran Pin Value: between 0.3 and 0.4 ns
- Yosys warning total: 1
- Simple share: 0.234
- Bufs on Longest Clock Path: 2
- Synth area leader: dfxtp_1
- Setup Crit Path Kind: reg -> out
- H-tree Lvls: 1
- TNS Setup: 0 ns
- HP Class: reg -> reg
- Final Hold Fails: 0
- Die area: 6400 sq um
- Drt first pass iters: 3
- Clock slew at reported path FFs: 0.05 ns
- Synth Area per Inst: between 10 and 15 sq um
- Post-CTS Setup Inserts: 0
- Pin count of the biggest net entering global routing: 7
- Max_cap viols: 0
- Die W: 80 um
- DRT antenna net count: 0
- Cell Chain, Critical Path: clkdlybuf4s50_1
- Routed wire length: 581 um
- Total tool warning count: 26
- CP top delay family: buffers and inverters
- CP peak stage delay: 0.46 ns
- # hold bufs at CTS: 0
- Remaining DRCs: 0
-- layout by cell type (no fill, tap or decap) --
cell	n
clkbuf_1	1
edfxtp_1	1
clkdlybuf4s50_1	1
a22o_1	1
xor2_1	3
clkbuf_4	3
mux2_4	1
or3_1	1
nand3_2	1
and2b_2	1
o21bai_1	1
nand2_1	1
xnor2_1	1
inv_1	4
and4b_1	1
nand4bb_1	1
ha_1	2
o21ai_0	1
nor2_1	6
nor2b_1	1
nand3_1	3
dfxtp_1	8
a21oi_1	1
-- layer usage --
| metal | vias to the layer above | track usage |
|---|---|---|
| met5 | - | 0 |
| met4 | 0 | 0.0123 |
| met3 | 2 | 0.0102 |
| met2 | 4 | 0.0249 |
| met1 | 119 | 0.0237 |
| li1 | 144 | - |
-- power by group --
group / internal [mW] / leakage, nW / switching (mW)
sequential: 0.126 / 0.0760 / 0
clock: 0.0528 / 0.0150 / 0.0409
combinational: 0 / 0.0932 / 0
total: 0.178 / 0.184 / 0.0409
-- state kept, by name, indices dropped and copies added (netlist names) --
| signal | flops |
|---|---|
| counter | 8 |
| out_clk | 1 |
-- kinds of logic after synthesis --
| group | Yosys count |
|---|---|
| adders and majority gates | 2 |
| muxes | 1 |
| buffers and inverters | 4 |
| xor gates and xnor gates | 4 |
| and+or+nand+nor | 16 |
| DFF | 9 |
| AOI/OAI and AO/OA | 4 |
-- stage by stage --
stage	cells	util	cell area [sq um]
after global placement	87	0.137	468
after CTS	91	0.145	494
after global routing	91	0.145	494
after floorplan	40	-	400
after detailed placement	87	0.137	468
final	91	0.145	494
-- path summary, 6_finish.rpt --
check,from,endpoint,slack (ns),cells past startpoint
min,counter[0]$_SDFF_PN0_,counter[0]$_SDFF_PN0_,0.48,1
max reg2reg,counter[0]$_SDFF_PN0_,out_clk$_DFFE_PN_,1.50,4
max,out_clk$_DFFE_PN_,out_clk,1.27,1
min reg2reg,counter[0]$_SDFF_PN0_,counter[0]$_SDFF_PN0_,0.48,1
-- layout make-up --
type	count	area, sq um
multi-input combinational	27	195
clock buffer	4	26.3
timing repair buffer	1	10.0
inverter	4	15.0
fill	389	2920
sequential	9	190
tap	46	57.6
-- worst register-to-register path, cell delays in order (launching register included) --
cell and delay, ns:
dfxtp_1 0.34, inv_1 0.07, ha_1 0.16, nand4bb_1 0.14, nor2_1 0.35
Power is estimated from default activity; no workload was simulated.
